===== design/flow/design.v =====
`timescale 1ns / 1ps
module Traffic_sys(north_light,west_light,south_light,east_light,clk,reset);
   output reg [2:0] north_light,west_light,south_light,east_light; 
   input      clk;
   input      reset;
   reg [2:0] state;
   parameter [2:0] north=3'b000, north_yellow=3'b001, west=3'b010, west_yellow=3'b011, 
   east=3'b100, east_yellow=3'b101, south=3'b110, south_yellow=3'b111;
   reg [3:0] count;
   always @(posedge clk, posedge reset)
     begin
        if (reset)
            begin
                state=north;
                count =3'b0000;
            end
        else
            begin
                case (state)
                north :
                    begin
                        if (count==4'b1111)
                            begin
                            count=4'b0000;
                            state=north_yellow;
                            end
                        else
                            begin
                            count=count+4'b0001;
                            state=north;
                            end
                    end
                north_yellow :
                    begin
                        if (count==4'b0011)
                            begin
                            count=4'b0000;
                            state=west;
                            end
                        else
                            begin
                            count=count+4'b0001;
                            state=north_yellow;
                        end
                    end
               south :
                    begin
                        if (count==4'b1111)
                            begin
                            count=4'b0000;
                            state=south_yellow;
                            end
                        else
                            begin
                            count=count+4'b0001;
                            state=south;
                        end
                    end
            south_yellow :
                begin
                    if (count==4'b0011)
                        begin
                        count=4'b0000;
                        state=east;
                        end
                    else
                        begin
                        count=count+4'b0001;
                        state=south_yellow;
                        end
                    end
            east :
                begin
                    if (count==4'b1111)
                        begin
                        count=4'b0000;
                        state=east_yellow;
                        end
                    else
                        begin
                        count=count+4'b0001;
                        state=east;
                        end
                    end
            east_yellow :
                begin
                    if (count==4'b0011)
                        begin
                        count=4'b0000;
                        state=north;
                        end
                    else
                        begin
                        count=count+4'b0001;
                        state=east_yellow;
                        end
                    end
            west :
                begin
                    if (count==4'b1111)
                        begin
                        state=west_yellow;
                        count=4'b0000;
                        end
                    else
                        begin
                        count=count+4'b0001;
                        state=west;
                        end
                    end
            west_yellow :
                begin
                    if (count==4'b0011)
                        begin
                        state=south;
                        count=3'b0000;
                        end
                    else
                        begin
                        count=count+4'b0001;
                        state=west_yellow;
                        end
                    end
            endcase  
        end  
    end 
always @(state)
     begin
         case (state)
            north:
                begin
                    north_light = 3'b001;   
                    south_light = 3'b100;
                    east_light = 3'b100;
                    west_light = 3'b100;
                end 
            north_yellow :
                begin
                    north_light = 3'b010;
                    south_light = 3'b100;
                    east_light = 3'b100;
                    west_light = 3'b100;
                end 
            south :
                begin
                    north_light = 3'b100;
                    south_light = 3'b001;
                    east_light = 3'b100;
                    west_light = 3'b100;
                end 
            south_yellow :
                begin
                    north_light = 3'b100;
                    south_light = 3'b010;
                    east_light = 3'b100;
                    west_light = 3'b100;
                end 
            west :
                begin
                    north_light = 3'b100;
                    south_light = 3'b100;
                    east_light = 3'b100;
                    west_light = 3'b001;
                end 
            west_yellow :
                begin
                    north_light = 3'b100;
                    south_light = 3'b100;
                    east_light = 3'b100;
                    west_light = 3'b010;
                end 
            east :
                begin
                    north_light = 3'b100;
                    south_light = 3'b100;
                    east_light = 3'b001;
                    west_light = 3'b100;
                end 
            east_yellow :
                begin
                    north_light = 3'b100;
                    south_light = 3'b100;
                    east_light = 3'b010;
                    west_light = 3'b100;
                end 
            endcase 
     end 
endmodule

===== design/flow/run.sh =====
#!/bin/bash
# OpenROAD 26Q1-2900-gdf79404cd8, Yosys 0.63+post, stock flow scripts
make -C /OpenROAD-flow-scripts/flow DESIGN_CONFIG=/design/flow/config.mk WORK_HOME=/design/flow/orfs finish

===== design/flow/config.mk =====
export PLATFORM = sky130hd
export DESIGN_NAME = Traffic_sys
export DESIGN_NICKNAME = Traffic_sys
export VERILOG_FILES = /design/flow/design.v
export SDC_FILE = /design/flow/constraint.sdc
export NUM_CORES = 4
export LEC_CHECK = 1
export CORE_AREA = 10 10 70 70
export DIE_AREA = 0 0 80 80

===== design/flow/constraint.sdc =====
current_design Traffic_sys

set clk_period 3.1
set clk_io_pct 0.2

create_clock -name clk0 -period $clk_period [get_ports {clk}]

set non_clock_inputs [all_inputs -no_clocks]
set_input_delay [expr $clk_period * $clk_io_pct] -clock clk0 $non_clock_inputs
set_output_delay [expr $clk_period * $clk_io_pct] -clock clk0 [all_outputs]

==> impl_metrics.csv <==
group,metric,value,unit
clock_tree,worstSkewPairLatency,0.24,ns
critical_path,start_kind,"flip-flop",
clock_tree,root_buffer,"clkbuf_4",
die,die_h,80,µm
clock_tree,cts-buffers-inserted,3,
synth,ys_cells,57,
critical_path,worstPathRequired,2.48,ns
sta,slew_viol_final,0,
sta,relSlewSlack,70.7,%
layout,layout-drive-gt1-share,8.33,%
detailed_routing,drt-pass1-iter-count,4,
sta,fin_tns_setup,0,ns
clock_tree,clk_path_buf_depth,2,
synth,common_cells,"inv_1 (8), dfrtp_1 (7), ha_1 (6)",
power,power_density,240,nW/µm²
global_route,grtUsageTotal,3.30,%
synth,top_cell,"inv_1",
placed_design,dp_cells,114,
flow_run,tool_warnings,29,
synth,async_flop_share,100,%
critical_path,r2r_slack,1.38,ns
critical_path,crit_slowest_cell,"dfrtp_1",
detailed_routing,via_count,423,
critical_path,worst_ep_arrival_time,1.62,ns
synth,ys_seq_share,33.2,%
global_route,antenna_found_initial,0,
synth,numSynthFlops,7,
flow_run,drv_cap,0,
synth,syn-cell-area,528,µm²
sta,rsz0062_at_grt,"no",
clock_tree,cts_tree,"built",
synth,ys.warnings.count,1,
placed_design,gp_congestion,0.716,
synth,ys_chip_area,528,µm²
sta,finalSetupViolations,0,
synth,area_leaders,"dfrtp_1 (33%), ha_1 (14%), inv_1 (5.7%), nand4bb_4 (5.2%), nand2b_1 (4.7%)",
critical_path,worstSetupPathType,"flip-flop to output port",
global_route,overflow,0,
critical_path,cp-end-kind,"output port",
detailed_routing,diodes,0,
clock_tree,cts.htree.levels,1,
critical_path,max_stage_delay,0.52,ns
die,die_w,80,µm
critical_path,path_common_cell,"inv_1",
detailed_routing,first_iter_violations,41,
sta,skew,0.000588,ns
die,rows,21,
critical_path,cp_max_fo,11,
critical_path,path_cells,"inv_1 > ha_1 > inv_1 > clkdlybuf4s50_1",
synth,avgSynthCellArea,9.26,µm²
sta,tightest_slew,0.440,ns
sta,period_needed,2.24,ns
synth,ys_types,26,
die,fp_util,15.5,%
global_route,grt_pass1_vias,396,
detailed_routing,drc_errors,0,
placed_design,portBuffers,13,
die,die_area,6400,µm²
power,irDropWorstVdd,0.0000631,V
sta,finalCritPeriodShare,72.3,%
die,num_io_pins,14,
power,p_leak,0.324,nW
detailed_routing,via_per_inst,3.58,
synth,synthCells,57,
layout,area_growth,37.0,%
layout,finalNonFillerCells,118,
hold_path,hp-class,"flip-flop to flip-flop",
detailed_routing,ant_nets,0,
sta,hold_viol,0,
clock_tree,post_cts.repair.setup_buffers,0,
clock_tree,clkSinkCount,7,
detailed_routing,wire_per_inst,9.01,µm
clock_tree,clkTransAtPathRegs,0.05,ns
clock_tree,ctsHoldBuffers,0,
sta,timing.fmax,0.446,GHz
synth,synthFlopType,"dfrtp_1",
die,core_area,3420,µm²
synth,enable_flop_cells,0,
global_route,grt_pass1_wl,1770,µm
status,status,"completed",
global_route,grt_max_degree,16,
detailed_routing,routed_wl,1060,µm
placed_design,dp_hpwl,885,µm
clock_tree,cts-resized-gates,0,
synth,top_area_share,33.2,%
synth,synth_top_cell_by_area,"dfrtp_1",
## final cells by class
| type | count | area (µm²) |
|---|---|---|
| Timing Repair Buffer | 13 | 130 |
| Sequential cell | 7 | 175 |
| Inverter | 8 | 30.0 |
| Tap cell | 46 | 57.6 |
| Multi-Input combinational cell | 40 | 304 |
| Clock buffer | 4 | 26.3 |
| Fill cell | 394 | 2690 |
## sequential cells by signal, summed over array words and instances (netlist names)
name / flops
state: 3
count: 4
## worst paths after layout
path                          start             to  cells after the start
max reg2reg                state[1]       state[0]                      5
max                        state[1]  east_light[2]                      4
min in group asynchronous     reset       count[1]                      2
min reg2reg                count[0]       count[0]                      1
min                        count[0]       count[0]                      1
max in group asynchronous     reset       state[1]                      2
## critical path, delay by kind of cell (launching register included)
kind,cells,cell delay [ns]
DFF,1,0.52
adders and majority gates,1,0.21
buffers and inverters,3,0.65
## cell families (layout without fill, tap and decap cells)
family | count (synthesis) | count (layout) | synth area share (%)
simple gates | 22 | 22 | 26.5
compound gates | 10 | 10 | 12.8
buf+inv | 10 | 25 | 9.24
flops | 7 | 7 | 33.2
fa+ha+maj | 6 | 6 | 14.2
mux | 2 | 2 | 4.03
## power breakdown
part | leakage [nW] | switching [mW] | internal [mW]
Combinational | 0.226 | 0.00186 | 0.00117
Sequential | 0.0828 | 0 | 0.0916
Clock | 0.0150 | 0.0299 | 0.0489
Total | 0.324 | 0.0317 | 0.142
## cells in the final DEF (no fill, tap or decap)
cell type and n:
clkdlybuf4s50_1 13, inv_1 8, dfrtp_1 7, ha_1 6
nand2_1 4, nand2b_1 4, and3_1 3, nor2_1 3
clkbuf_4 3, nor3_1 2, a21oi_1 2, o21ai_0 2
or2_2 1, nand4bb_4 1, a31o_1 1, a22o_1 1
mux2i_1 1, a21o_1 1, mux2_2 1, nand3b_1 1
nand3_1 1, nor3b_1 1, a221oi_1 1, and2_1 1
a21boi_0 1, o22ai_1 1, clkbuf_1 1
## per-stage QoR
step / cell area, µm² / utilization (%) / total power [mW] / worst slack (ns) / hold slack, ns
4_1_cts: 723 / 21.2 / 0.179 / 0.840 / 0.461
6_report: 723 / 21.2 / 0.173 / 0.860 / 0.460
2_1_floorplan: 528 / - / 0.0945 / 1.55 / 0.423
5_1_grt: 723 / 21.2 / 0.184 / 0.731 / 0.503
3_3_place_gp: 697 / 20.4 / 0.0961 / 1.09 / 0.439
3_5_place_dp: 697 / 20.4 / 0.0962 / 1.11 / 0.454
## metal layers
metal | global-route usage, % | vias to the layer above | wire length [µm]
met4 | 1.06 | 0 | 10
met3 | 1.14 | 2 | 62
li1 | - | 221 | -
met5 | 0 | - | 0
met1 | 4.24 | 193 | 500
met2 | 5.06 | 7 | 490
No activity file was given, so power comes from the tool's default toggle rates.
